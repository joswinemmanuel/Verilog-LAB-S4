<file path="./config.mk">
export PLATFORM = sky130hd
export DESIGN_NAME = johnson
export DESIGN_NICKNAME = johnson
export VERILOG_FILES = /design/flow/design.v
export SDC_FILE = /design/flow/constraint.sdc
export NUM_CORES = 4
export LEC_CHECK = 1
export CORE_AREA = 10 10 70 70
export DIE_AREA = 0 0 80 80
</file>
<file path="./constraint.sdc">
current_design johnson

set clk_period 2.8
set clk_io_pct 0.2

create_clock -name clk0 -period $clk_period [get_ports {clk}]

set non_clock_inputs [all_inputs -no_clocks]
set_input_delay [expr $clk_period * $clk_io_pct] -clock clk0 $non_clock_inputs
set_output_delay [expr $clk_period * $clk_io_pct] -clock clk0 [all_outputs]
</file>
<file path="./design.v">
`timescale 1ns / 1ps
module johnson(
    input clk,
    output reg[0:3]q=4'b0000
    );
    always @(posedge clk)
    begin
        case(q)
            4'b0000:q=4'b1000;
            4'b1000:q=4'b1100;
            4'b1100:q=4'b1110;
            4'b1110:q=4'b1111;
            4'b1111:q=4'b0111;
            4'b0111:q=4'b0011;
            4'b0011:q=4'b0001;
            4'b0001:q=4'b0000;
        endcase
    end
endmodule
</file>
<file path="./run.sh">
#!/bin/bash
# OpenROAD 26Q1-2900-gdf79404cd8, Yosys 0.63+post, stock flow scripts
make -C /OpenROAD-flow-scripts/flow DESIGN_CONFIG=/design/flow/config.mk WORK_HOME=/design/flow/orfs finish
</file>
==> job_summary.md <==
### Yosys + OpenROAD results

| Metric | Value |
|---|---|
| Outcome | `complete, no violations` |
| XOR/XNOR Fraction of Synth Area | `0%` |
| Boundary pin count | `5` |
| Sequential share of power | `47.7%` |
| Max Root-Sink Buffers | `2` |
| Via density | `~2.2` |
| First-pass GRT wire length | `~610 µm` |
| Final HPWL DP | `295.1 µm` |
| CTS root buf | `clkbuf_4` |
| Hold-fix buffers at CTS | `0` |
| Skew final | `roughly 0.0078 ns` |
| CTS tree | `yes` |
| Slowest cell on crit path | `clkdlybuf4s50_1` |
| Max stage delay on crit path | `0.51 ns` |
| Floorplan Core Area | `3416 µm²` |
| Worst Path Max Fanout | `7` |
| Tmin final | `1.777 ns` |
| Clk latency late pin | `0.24 ns` |
| CTS resizes | `0` |
| Final Hold Fails | `0` |
| RSZ-0062 raised after global routing | `no` |
| Die width | `80 µm` |
| Max-slew violations | `0` |
| IO Port Bufs | `4` |
| Startpoint type of the worst setup path | `flip-flop` |
| Critical Path RT | `2.24 ns` |
| Synth warnings | `1` |
| Switching Fraction | `17.33%` |
| Clk slew on worst S/H paths | `~0.040 ns` |
| DRC | `0` |
| Final estimated routing congestion in global placement | `0.6922` |
| CP Class | `flip-flop to primary output` |
| Logic pwr share | `0%` |
| Share of post-route cells with drive strength above 1 | `13.04%` |
| Slew HR | `68.40%` |
| Basic Gates by Area | `15.29%` |
| MaxCap Viol Count | `0` |
| Synth Seq Share | `61.15%` |
| Mapped Area | `196.4 µm²` |
| Transition time of the tightest slew-check pin | `0.4718 ns` |
| Num rows | `21` |
| Maximum vdd drop | `0.2173 mV` |
| Power Total | `0.1369 mW` |
| Initial antenna violation count | `0` |
| Die area | `6400 µm²` |
| Post-Synth AOI/OAI Area | `around 13%` |
| Largest register FFs | `4` |
| CP top delay family | `buffers and inverters` |
| CTS Buf Count | `3` |
| HP Class | `flip-flop to flip-flop` |
| Setup TNS | `0 ns` |
| NetSw | `0.02372 mW` |
| First-pass DRT Iterations | `4` |
| Lkg Pwr | `0.09325 nW` |
| Endpoint type of the worst setup path | `primary output` |
| CP arrival | `between 1 and 1.5 ns` |
| FF+latch count, synth | `4` |
| PD cells | `around 430 nW/µm²` |
| Cycle use final | `63.46%` |
| Internal power | `0.1132 mW` |
| Yosys adder share | `0%` |
| Tool warnings | `25` |
| Synth mux share | `10.19%` |
| GRT Util Overall | `1.350%` |
| YS chip area | `196.4 µm²` |
| # Cells Yosys | `16` |
| Final setup fails | `0` |
| Post-CTS Setup Repair Bufs | `0` |
| Bufs and invs on worst path | `1` |
| Post-synthesis cell count | `16` |
| Most frequent cells in the layout | `clkdlybuf4s50_1 (4), edfxtp_1 (4), clkbuf_4 (3)` |
| Die height | `80 µm` |
| GRT overflow | `0` |
| Max H-tree Level | `1` |
| Clock sink count | `4` |
| Vias | `151` |
| Drt wl/cell | `6.058 µm` |
| Clock power frac | `a little over half` |
| Post-route ant nets | `0` |
| # diodes | `0` |
| Mean Syn Cell Area | `12.28 µm²` |
| Largest logic family | `simple AND/OR/NAND/NOR gates` |
| Fmax achieved | `0.5628 GHz` |
| Area delta synth->final | `61.15%` |
| Initial DRC count | `6` |
| Routed WL | `418 µm` |
| FP Core Util | `5.751%` |
| Vias in the first global route | `127` |
| Synth cell types | `10` |
| Largest net degree at the start of global routing | `8` |
| Crit-path cells | `clkdlybuf4s50_1` |
-- final timing paths --
path / start / cells after the start / slack, ns / to
worst max-delay path: q[2] / 1 / 1.02 / q[2]
worst min-delay path: q[3] / 1 / 0.67 / q[0]
worst max register to register: q[2] / 2 / 1.27 / q[0]
worst min register to register: q[3] / 1 / 0.67 / q[0]
-- cells in the mapped netlist --
cell type | number | area, µm²
edfxtp_1 | 4 | 120.1
mux2i_1 | 2 | 20.02
nand2_1 | 2 | 7.510
nor2b_1 | 2 | 12.51
a211oi_1 | 1 | 7.510
a21boi_1 | 1 | 7.510
a31oi_1 | 1 | 6.260
nor2_1 | 1 | 3.750
o21ai_0 | 1 | 5.000
or2_1 | 1 | 6.260
-- layout make-up --
| cell class | instances | area, µm² |
|---|---|---|
| clock buffer | 3 | 22.52 |
| sequential | 4 | 120.1 |
| tap | 46 | 57.56 |
| timing repair buffer | 4 | 40.04 |
| multi-input combinational | 12 | 76.32 |
| fill | 403 | 3099 |
-- power by group through the flow --
stage	clock [mW]	sequential, mW	combinational (mW)
final	0.0716	0.0653	0.0000000329
after global routing	0.0793	0.0652	0.0000000329
after CTS	0.0740	0.0652	0.0000000329
-- metal layers --
layer	vias up	track usage [%]	routed length, µm
li1	74	-	-
met1	72	1.483	208
met2	3	1.445	153
met3	2	1.591	34
met4	0	0.7042	22
met5	-	0	0
-- stage by stage --
stage | setup slack (ns) | cell area, µm² | hold WS (ns) | cells | util (%)
after global placement | 1.294 | 294.0 | 0.6517 | 66 | 8.608
after floorplan | 1.465 | 196.4 | 0.5947 | 16 | -
after detailed placement | 1.289 | 294.0 | 0.6575 | 66 | 8.608
final | 1.023 | 316.6 | 0.6673 | 69 | 9.267
after CTS | 1.034 | 316.6 | 0.6654 | 69 | 9.267
after global routing | 0.9920 | 316.6 | 0.6968 | 69 | 9.267
-- cells by family after synthesis --
family,Yosys count
DFF,4
and+or+nand+nor,6
AOI/OAI and AO/OA,4
muxes,2
Power is estimated from default activity; no workload was simulated.
